[flow/run.sh]
#!/bin/bash
# OpenROAD 26Q1-2900-gdf79404cd8, Yosys 0.63+post, stock flow scripts
make -C /OpenROAD-flow-scripts/flow DESIGN_CONFIG=/design/flow/config.mk WORK_HOME=/design/flow/orfs finish
[flow/config.mk]
export PLATFORM = sky130hd
export DESIGN_NAME = PC
export DESIGN_NICKNAME = PC
export VERILOG_FILES = /design/flow/design.v
export SDC_FILE = /design/flow/constraint.sdc
export NUM_CORES = 4
export LEC_CHECK = 1
export CORE_UTILIZATION = 40
[flow/constraint.sdc]
current_design PC

set clk_period 18.8
set clk_io_pct 0.2

create_clock -name clk0 -period $clk_period [get_ports {clk}]

set non_clock_inputs [all_inputs -no_clocks]
set_input_delay [expr $clk_period * $clk_io_pct] -clock clk0 $non_clock_inputs
set_output_delay [expr $clk_period * $clk_io_pct] -clock clk0 [all_outputs]
[flow/design.v]
`timescale 1ns / 1ps
module PC(input clk,input en,input [1:0] pcsel,input [63:0] branch,immed,output reg [63:0] pc,output reg [63:0] pc_4);
    reg psel = 0;
    reg t1,t2,t3,t4,t5 = 0;
    reg [63:0] i,pc2;
    initial begin
        pc = -4;
    end
    always@(posedge clk ) begin
        case(pcsel)
            2'b01:begin
                if(branch[0] == 1) pc2 = pc + immed;
                else pc2 = pc + 4;
                t1 = 1;
                t2 = 0;
                t3 = 0;
                t4 = 0;
                t5 = 0;
            end
            2'b10:begin
                pc2 = branch & -2;    
                t1 = 0;
                t2 = 1;
                t3 = 0;
                t4 = 0;
                t5 = 0;
            end
            2'b11:begin
                pc2 = pc + branch;    
                t1 = 0;
                t2 = 0;
                t3 = 1;
                t4 = 0;
                t5 = 0;
            end
            default:begin
                pc2 = pc + 4;
                t1 = 0;
                t2 = 0;
                t3 = 0;
                t4 = 1;
                t5 = 0;
            end
        endcase
        if (en)
            pc = pc2;
            pc_4 = pc + 4;
            t5 = 1;
    end
endmodule
==> Changelog: implementation <==
## Flow update

* Final WS setup at 9.781 ns
* Worst setup EP type: register
* CP Class: in -> reg
* Final Hold Viols at 0
* Seq pwr share at 0.212
* Arrival time worst endpoint at 9.33 ns
* Storage element area at 2562 µm²
* Area Growth Syn to Fin at 18.35%
* OpenROAD warning count at 25
* DP HPWL at 82740 µm
* Slew @ Worst Pin at 1.134 ns
* RSZ-0062 raised after global routing: no
* Post-synthesis async set-or-reset flop share at 0
* Synth Seq Share at 0.1375
* Top FF cell, synth: dfxtp_1
* Pwr Density at 121.6 nW/µm²
* I/O pins at 260
* Top cells by count, synth: nand2_1 (312), a21oi_1 (253), nor2_1 (221)
* 1st-pass router iterations at 6
* Fmax at 110.9 MHz
* Number of max-cap violations at 0
* Top cells by area: dfxtp_1 (14%), ha_1 (8.6%), a21oi_1 (6.8%)
* Relative slew slack at 0.2414
* CTS tree: done
* Final Wtd Congestion at 1.100
* Die X at 217.9 µm
* DRC at 0
* Status: finished clean
* Total number of vias at 23780
* Mapped cell area at 18640 µm²
* Setup repair bufs after CTS at 0
* Share of cells above drive strength 1 at 0.05463
* Yosys reg bits at 128
* EDFF count, synth at 0
* Avg Synthesized Cell Area at 6.833 µm²
* Vias in the first global route at 21160
* CP max FO at 37
* CTS buffer count at 17
* Gate Area at 15100 µm²
* Post-Synthesis Cells at 2728
* Top cell type by instance count after synthesis: nand2_1
* Clock power frac at 0.117
* Area share, top type at 0.1375
* CTS Sinks at 128
* Late-Pin Clk Latency at 0.46 ns
* Sw frac at 0.5489
* Lkg Pwr at 0.008091 µW
* Clock root cell: clkbuf_16
* Largest net degree at the start of global routing at 63
* YS chip area at 18640 µm²
* WL final at 102300 µm
* Gr ovfl total at 0
* Net Switching at 1473 µW
* Endpoints failing setup at 0
* Launch point of the worst hold path: pc[3]
* Final tally of max-slew violations at 0
* Setup TNS at 0 ns
* Core region area at 45670 µm²
* GRT Resource Usage Total at 0.4289
* Initial drt markers at 3520
* CP startpoint: branch[0]
* Pint at 1211 µW
* First-pass GRT wire length at 146300 µm
* DIE AREA at 47470 µm²
* Fin crit share at 0.4798
* Fp util at 0.4081
* Worst r2r src: pc[8]
* PostCTS Resize Cnt at 0
* Fillcell total at 4517
* H-tree Lvls at 4
* Peak VDD IR at 0.08852 mV
* I/O Buffers at 259
* CTS clock-pin slew for the worst setup and hold paths at 0.07 ns
* Site Rows at 78
* Setup WS pre-CTS at 9.634 ns
* Final Critical Period at 9.019 ns
* Initial antenna violation count at 5
* DR WL/cell at 29.42 µm
* Hold_buf cts at 0
* Cell Type Count at 109
* Worst EP required at 19.12 ns
* ANT nets after route at 0
* Via/cell ratio at 6.838
* Clock skew at 0.01313 ns
* Area leader, netlist: dfxtp_1
* Synthesis warning total at 1
* Die Height at 217.9 µm
* Combinational Power Share at 0.670
* Yosys cell count at 2728
* Startpoint types: input pin
* Hold Crit Class: reg -> reg
* Max clock buf depth at 2
-- path summary, 6_finish.rpt --
kind | slack [ns] | endpoint | cells after the start
worst max-delay path | 9.78 | pc_4[63] | 17
worst min register to register | 0.72 | pc[3] | 2
worst min-delay path | 0.72 | pc[3] | 2
worst max register to register | 12.70 | pc_4[63] | 12
-- cells by family after synthesis --
logic type                 synth area share
AOI/OAI and AO/OA                    0.3252
xor gates and xnor gates            0.06672
adders and majority gates           0.08807
buffers and inverters               0.05296
DFF                                  0.1375
muxes                               0.01772
and+or+nand+nor                      0.3119
-- sequential cells by signal, indices dropped and copies added (netlist names) --
register,cells
pc_4,64
pc,64
-- metrics by stage --
step                cell area [µm²]  cells  total power (µW)    util  hold WS, ns
floorplan                     18640   2728              1511       -       0.4900
global placement              21530   3445              2275  0.4715       0.6803
detailed placement            21530   3445              2268  0.4715       0.6924
CTS                           22050   3474              2590  0.4828       0.7027
global route                  22050   3474              2808  0.4828       0.7476
finish                        22060   3477              2683  0.4830       0.7175
-- cells in the final DEF, fill, tap and decap left out, types with 19 or more instances in the layout --
master / n
a211oi_1: 25
a21o_1: 49
a21oi_1: 253
a221oi_1: 23
a31oi_1: 39
and3_1: 35
and4_1: 28
buf_4: 42
clkdlybuf4s50_1: 255
dfxtp_1: 128
ha_1: 128
inv_1: 61
mux2i_1: 24
nand2_1: 312
nand2b_1: 32
nand3_1: 112
nand4_1: 109
nor2_1: 217
nor3_1: 98
nor4_1: 36
o211ai_1: 47
o21a_1: 47
o21ai_0: 198
o22ai_1: 19
or3_1: 30
xnor2_1: 92
xor2_1: 50
-- cell type report --
class                   count  area share
clock inverters             8    0.003063
repair buffers            301      0.1309
diodes                      3   0.0003403
multi-input cells        2354      0.6845
clock buffers              21     0.02042
inverters                  62     0.01055
flip-flops and latches    128      0.1162
well taps                 600     0.03403
-- per-layer routing --
layer / vias up / global-route usage / wire length [µm]
met2: 1773 / 0.5513 / 38170
met4: 10 / 0.1019 / 3251
met3: 184 / 0.1792 / 15980
met5: - / 0.03021 / 240
li1: 10650 / - / -
met1: 11160 / 0.6490 / 44660
-- worst max-delay path, stage by stage --
cell and delay (ns):
buf_2 0.31, buf_4 0.55, ha_1 0.35, inv_1 0.08, fa_1 0.39, nand2b_1 0.19, a21o_1 0.21, a2111oi_2 0.46
or3_1 0.18, a311oi_1 0.16, a21oi_1 0.37, o2111ai_1 0.26, a2111oi_4 0.41, nand2_1 0.29, nor4_2 0.93, nand4b_1 0.23
xnor2_1 0.18
-- power by group through the flow --
stage	sequential, µW	clock [µW]	combinational (µW)
4_1_cts	551	316	1720
5_1_grt	569	327	1910
6_report	570	315	1800
Power figures rest on the tool's default switching activity, not on a simulated workload.
